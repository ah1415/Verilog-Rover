$ cat /design/flow/run.sh
#!/bin/bash
# OpenROAD 26Q1-2900-gdf79404cd8, Yosys 0.63+post, stock flow scripts
make -C /OpenROAD-flow-scripts/flow DESIGN_CONFIG=/design/flow/config.mk WORK_HOME=/design/flow/orfs finish
$ cat /design/flow/config.mk
export PLATFORM = sky130hd
export DESIGN_NAME = ADXLTest
export DESIGN_NICKNAME = ADXLTest
export VERILOG_FILES = /design/flow/design.v
export SDC_FILE = /design/flow/constraint.sdc
export NUM_CORES = 4
export LEC_CHECK = 1
export CORE_UTILIZATION = 30
$ cat /design/flow/constraint.sdc
current_design ADXLTest

set clk_period 2.5
set clk_io_pct 0.2

create_clock -name clk0 -period $clk_period [get_ports {CLK}]

set non_clock_inputs [all_inputs -no_clocks]
set_input_delay [expr $clk_period * $clk_io_pct] -clock clk0 $non_clock_inputs
set_output_delay [expr $clk_period * $clk_io_pct] -clock clk0 [all_outputs]
$ cat /design/flow/design.v
module adc_demo_mega (CLOCK_50, KEY,  LEDR, GPIO_0, GPIO_1, ADC_SCLK,
ADC_CS_N, ADC_DOUT, ADC_DIN, HEX0, HEX1, HEX2, HEX3, HEX4, HEX5);
input CLOCK_50;
input [0:0]KEY;
input ADC_DOUT;
input [35:0] GPIO_0;
output [9:0] LEDR;
output ADC_SCLK, ADC_CS_N, ADC_DIN;
output [6:0] HEX0, HEX1, HEX2, HEX3, HEX4, HEX5;
output [35:0] GPIO_1;
wire [11:0] values [7:0];
reg l1, l2, r1, r2;
wire [25:0] rate = 26'd12499999;
reg en; 
wire Enable;
reg [25:0] RateDivider;
reg [11:0] x, y;
reg [16:0] x1, y1;
localparam xmax = 12'd3295, ymax = 12'd3295, xmin = 12'd0, ymin= 12'd3, xmid = 12'd1620, ymid = 12'd1606;
reg [16:0] motorv1, motorv2, motorv1i, motorv2i;
always@(posedge CLOCK_50)
	begin
		if(RateDivider != 26'b0)
			RateDivider= RateDivider-1'b1;
		else
			RateDivider=rate;
	end
assign Enable = (RateDivider == 26'b0)?1'b1:1'b0;
always@(posedge Enable)
begin
	x=values[0];
	y=values[1];
	if(y<(ymid-3'd7))begin
		l1 = 1'b1;
		l2 = 1'b0;
		r1 = 1'b1;
		r2 = 1'b0;
		y1=(ymid-y)*6'd62;
		motorv1 = y1;
		motorv2 = y1;
		en=1'b1;
	end
	else if(y>(ymid+3'd7))begin
		l1 = 1'b0;
		l2 = 1'b1;
		r1 = 1'b0;
		r2 = 1'b1;
		y1 = y*6'd59-17'd94754;
		motorv1 = y1;
		motorv2 = y1;
		en=1'b0;
	end
	else begin
		motorv1 = 17'b0;
		motorv2 = 17'b0;
		en=1'b0;
	end
	if(x<xmid)begin
		x1=(xmid-x)*6'd62;
		if(motorv1 < x1)begin
			motorv1 = 17'b0;
		end
		else begin
		motorv1 = motorv1 - x1;
		end
		if((motorv2 + x1) > 17'd100000)begin
		motorv2 = 17'd100000;
		end
		else
			motorv2 = motorv2 + x1;
	end
	else if(x>xmid)begin
		x1= x*6'd60-17'd97200;
		if(motorv2 < x1)begin
			motorv2 = 17'b0;
		end
		else begin
		motorv2 = motorv2 - x1;
		end
		if((motorv1 +x1)> 17'd100000)begin
		motorv1 = 17'd100000;
		end
		else
		motorv1 = motorv1 + x1;
	end
	motorv1i=motorv1;
	motorv2i=motorv2;
end
assign GPIO_1[0] = l1;
assign GPIO_1[1] = l2;
assign GPIO_1[2] = r1;
assign GPIO_1[3] = r2;
PWM Left(motorv1i, CLOCK_50, GPIO_1[4]);
PWM Right(motorv2i, CLOCK_50, GPIO_1[5]);
joystick ADC (
.CLOCK (CLOCK_50),
.RESET (~KEY[0]),
.ADC_SCLK (ADC_SCLK),
.ADC_CS_N (ADC_CS_N),
.ADC_DOUT (ADC_DOUT),
.ADC_DIN (ADC_DIN),
.CH0 (values[0]),
.CH1 (values[1]),
.CH2 (values[2]),
.CH3 (values[3]),
.CH4 (values[4]),
.CH5 (values[5]),
.CH6 (values[6]),
.CH7 (values[7])
);
ultrasonic_sensor_v2 u0(GPIO_0[35], CLOCK_50, en,	 
	LEDR, GPIO_1[34], GPIO_1[35],
	HEX0, HEX1, HEX2, HEX3, HEX4, HEX5);
ADXLTest a0(GPIO_1[19:10],CLOCK_50,GPIO_0[8:0]);
endmodule
module PWM(input [16:0]val, input clk, output sig);
	localparam hz500 = 17'd100000;
	reg [16:0] RateDivider = 17'd0;
	always@(posedge clk)
	begin
		if(RateDivider < hz500)
			RateDivider= RateDivider+1'b1;
		else
			RateDivider=17'd0;
	end
	assign sig = (RateDivider<val)?1'b1:1'b0;
endmodule
module HEXDecoder(input [3:0] c,
					   output [6:0] sig);
	wire [6:0] eqn;
	assign eqn[0] = (~c[3] & ~c[2] & ~c[1] & ~c[0]) | 
				(~c[3] & ~c[2] & c[1] & ~c[0]) | 
				(~c[3] & ~c[2] & c[1] & c[0]) | 
				(~c[3] & c[2] & ~c[1] & c[0]) | 
				(~c[3] & c[2] & c[1] & ~c[0]) | 
				(~c[3] & c[2] & c[1] & c[0]) | 
				(c[3] & ~c[2] & ~c[1] & ~c[0]) | 
				(c[3] & ~c[2] & ~c[1] & c[0]) | 
				(c[3] & ~c[2] & c[1] & ~c[0]) | 
				(c[3] & c[2] & ~c[1] & ~c[0]) | 
				(c[3] & c[2] & c[1] & ~c[0]) | 
				(c[3] & c[2] & c[1] & c[0]);
	assign eqn[1] = (~c[3] & ~c[2] & ~c[1] & ~c[0]) | 
				(~c[3] & ~c[2] & ~c[1] & c[0]) |
				(~c[3] & ~c[2] & c[1] & ~c[0]) | 
				(~c[3] & ~c[2] & c[1] & c[0]) | 
				(~c[3] & c[2] & ~c[1] & ~c[0]) | 
				(~c[3] & c[2] & c[1] & c[0]) | 
				(c[3] & ~c[2] & ~c[1] & ~c[0]) | 
				(c[3] & ~c[2] & ~c[1] & c[0]) | 
				(c[3] & ~c[2] & c[1] & ~c[0]) | 
				(c[3] & c[2] & ~c[1] & c[0]);
	assign eqn[2] = (~c[3] & ~c[2] & ~c[1] & ~c[0]) | 
				(~c[3] & ~c[2] & ~c[1] & c[0]) |
				(~c[3] & ~c[2] & c[1] & c[0]) | 
				(~c[3] & c[2] & ~c[1] & ~c[0]) | 
				(~c[3] & c[2] & ~c[1] & c[0]) | 
				(~c[3] & c[2] & c[1] & ~c[0]) | 
				(~c[3] & c[2] & c[1] & c[0]) | 
				(c[3] & ~c[2] & ~c[1] & ~c[0]) | 
				(c[3] & ~c[2] & ~c[1] & c[0]) | 
				(c[3] & ~c[2] & c[1] & ~c[0]) |
				(c[3] & ~c[2] & c[1] & c[0]) |
				(c[3] & c[2] & ~c[1] & c[0]);
	assign eqn[3] = (~c[3] & ~c[2] & ~c[1] & ~c[0]) | 
				(~c[3] & ~c[2] & c[1] & ~c[0]) |
				(~c[3] & ~c[2] & c[1] & c[0]) | 
				(~c[3] & c[2] & ~c[1] & c[0]) | 
				(~c[3] & c[2] & c[1] & ~c[0]) | 
				(c[3] & ~c[2] & ~c[1] & ~c[0]) | 
				(c[3] & ~c[2] & ~c[1] & c[0]) | 
				(c[3] & ~c[2] & c[1] & c[0]) |
				(c[3] & c[2] & ~c[1] & ~c[0]) |
				(c[3] & c[2] & ~c[1] & c[0]) |
				(c[3] & c[2] & c[1] & ~c[0]);
	assign eqn[4] = (~c[3] & ~c[2] & ~c[1] & ~c[0]) |
				(~c[3] & ~c[2] & c[1] & ~c[0]) |
				(~c[3] & c[2] & c[1] & ~c[0]) |
				(c[3] & ~c[2] & ~c[1] & ~c[0]) |
				(c[3] & ~c[2] & c[1] & ~c[0]) |
				(c[3] & ~c[2] & c[1] & c[0]) |
				(c[3] & c[2] & ~c[1] & ~c[0]) |
				(c[3] & c[2] & ~c[1] & c[0]) |
				(c[3] & c[2] & c[1] & ~c[0]) |
				(c[3] & c[2] & c[1] & c[0]);
	assign eqn[5] = (~c[3] & ~c[2] & ~c[1] & ~c[0]) |
				(~c[3] & c[2] & ~c[1] & ~c[0]) |
				(~c[3] & c[2] & ~c[1] & c[0]) |
				(~c[3] & c[2] & c[1] & ~c[0]) |
				(c[3] & ~c[2] & ~c[1] & ~c[0]) |
				(c[3] & ~c[2] & ~c[1] & c[0]) |
				(c[3] & ~c[2] & c[1] & ~c[0]) |
				(c[3] & ~c[2] & c[1] & c[0]) |
				(c[3] & c[2] & ~c[1] & ~c[0]) |
				(c[3] & c[2] & c[1] & ~c[0]) |
				(c[3] & c[2] & c[1] & c[0]);
	assign eqn[6] = (~c[3] & ~c[2] & c[1] & ~c[0]) |
				(~c[3] & ~c[2] & c[1] & c[0]) |
				(~c[3] & c[2] & ~c[1] & ~c[0]) |
				(~c[3] & c[2] & ~c[1] & c[0]) |
				(~c[3] & c[2] & c[1] & ~c[0]) |
				(c[3] & ~c[2] & ~c[1] & ~c[0]) |
				(c[3] & ~c[2] & ~c[1] & c[0]) |
				(c[3] & ~c[2] & c[1] & ~c[0]) |
				(c[3] & ~c[2] & c[1] & c[0]) |
				(c[3] & c[2] & ~c[1] & c[0]) |
				(c[3] & c[2] & c[1] & ~c[0]) |
				(c[3] & c[2] & c[1] & c[0]);
	assign sig = ~eqn;
endmodule
module LCDTest(input CLK, input [3:0]X1,X2,X3,Y1,Y2,Y3,Z1,Z2,Z3, output [9:0]lcdcontrol);
wire clk;
	reg [7:0] clkcnt;
	always@(posedge CLK)
	begin
		if(clkcnt==1'b0)
			clkcnt<=8'b11001000;
		else
			clkcnt<=clkcnt-1'b1;
	end
	assign clk= (clkcnt==8'b0)?1'b1:1'b0;
	reg[6:0]current_state,next_state;
	reg[6:0]counter;
	wire en;
	always@(posedge clk)
	begin
	if(counter !=6'b0)	
		counter = counter-6'b1;
	else
		counter = 6'd40;
	end
	assign en = (counter==6'b0)?1'b1:1'b0;
	localparam  
					 S_FUNC = 7'd0,
					 S_FUNC_WAIT = 7'd1,
					 S_DISP         = 7'd2,
                S_DISP_WAIT    = 7'd3,
					 S_ENT         = 7'd4,
					 S_ENT_WAIT	 	  = 7'd5,
					 S_XP = 7'd6,
					 S_XP_WAIT		     = 7'd7,
					 S_XW = 7'd8,
					 S_XW_WAIT = 7'd9,
					 S_XC		     = 7'd10,
					 S_XC_WAIT = 7'd11,
					 S_YP = 7'd12,
					 S_YP_WAIT		     = 7'd13,
					 S_YW = 7'd14,
					 S_YW_WAIT = 7'd15,
					 S_YC		     = 7'd16,
					 S_YC_WAIT = 7'd17,
					 S_ZP = 7'd18,
					 S_ZP_WAIT		     = 7'd19,
					 S_ZW = 7'd20,
					 S_ZW_WAIT = 7'd21,
					 S_ZC		     = 7'd22,
					 S_ZC_WAIT = 7'd23,
					 S_UP=7'd24,
					 S_U_WAIT=7'd25,
					 S_UM=7'd26,
					 S_UM_WAIT=7'd27,
					 S_USL=7'd28,
					 S_USL_WAIT=7'd29,
					 S_US=7'd30,
					 S_US_WAIT=7'd31,
					 S_UE=7'd32,
					 S_UE_WAIT=7'd33,
					 S_UT=7'd34,
					 S_UT_WAIT=7'd35,
					 S_XVP=7'd36,
					 S_XVP_WAIT=7'd37,
					 S_XV1=7'd38,
					 S_XV1_WAIT=7'd39,
					 S_XV2=7'd40,
					 S_XV2_WAIT=7'd41,
					 S_XD=7'd42,
					 S_XD_WAIT=7'd43,
					 S_XV3=7'd44,
					 S_XV3_WAIT =7'd45;
    always@(*)
    begin: state_table 
            case (current_state)
					 current_state: next_state=(en==1'b1)?((current_state==7'd46)?7'd36:(current_state+1'b1)):current_state;
            default:     next_state = 7'd0;
        endcase
    end  
	reg [7:0] data;
	reg RS;
	reg E;
	always @(*)
	begin
		case(current_state)
		S_FUNC: begin
			data<=8'b00111000;
			RS<=1'b0;
			E<=1'b1;
		end
		S_FUNC_WAIT: begin
			E<=1'b0;
		end
	S_DISP: begin
	data<=8'b00001100;
	RS<=1'b0;
	E<=1'b1;
	end
	S_DISP_WAIT: begin
			E<=1'b0;
	end
	S_ENT:begin
	data<=8'b00000110;
	RS<=1'b0;
	E<=1'b1;
	end
	S_ENT_WAIT: begin
			E<=1'b0;
	end
	S_XP: begin
	data<=8'b10000000;
	RS<=1'b0;
	E<=1'b1;
	end
	S_XP_WAIT: begin
			E<=1'b0;
	end
	S_XW: begin
	data<=8'b01011000;
	RS<=1'b1;
	E<=1'b1;
	end
	S_XW_WAIT: begin
			E<=1'b0;
	end
	S_XC: begin
	data<=8'b00111010;
	RS<=1'b1;
	E<=1'b1;
	end
	S_XC_WAIT: begin
			E<=1'b0;
	end
	S_YP: begin
	data<=8'b10001000;
	RS<=1'b0;
	E<=1'b1;
	end
	S_YP_WAIT: begin
			E<=1'b0;
	end
	S_YW: begin
	data<=8'b01011001;
	RS<=1'b1;
	E<=1'b1;
	end
	S_YW_WAIT: begin
			E<=1'b0;
	end
	S_YC: begin
	data<=8'b00111010;
	RS<=1'b1;
	E<=1'b1;
	end
	S_YC_WAIT: begin
			E<=1'b0;
	end
	S_ZP: begin
	data<=8'b11000000;
	RS<=1'b0;
	E<=1'b1;
	end
	S_ZP_WAIT: begin
			E<=1'b0;
	end
	S_ZW: begin
	data<=8'b01011010;
	RS<=1'b1;
	E<=1'b1;
	end
	S_ZW_WAIT: begin
			E<=1'b0;
	end
	S_ZC: begin
	data<=8'b00111010;
	RS<=1'b1;
	E<=1'b1;
	end
	S_ZC_WAIT: begin
			E<=1'b0;
	end
	S_UP:begin
	data<=8'b11001000;
	RS<=1'b0;
	E<=1'b1;
	end
	S_U_WAIT: begin
			E<=1'b0;
	end
	S_UM:begin
	data<=8'b01101101;
	RS<=1'b1;
	E<=1'b1;
	end
	S_UM_WAIT: begin
			E<=1'b0;
	end
	S_USL: begin
	data<=8'b00101111;
	RS=1'b1;
	E<=1'b1;
	end
	S_USL_WAIT: begin
			E<=1'b0;
	end
	S_US:begin
	data<=8'b01110011;
	RS<=1'b1;
	E<=1'b1;
	end
	S_US_WAIT: begin
			E<=1'b0;
	end
	S_UE:begin
	data<=8'b01011110;
	RS<=1'b1;
	E<=1'b1;
	end
	S_UE_WAIT: begin
			E<=1'b0;
	end
	S_UT:begin
	data<=8'b00110010;
	RS<=1'b1;
	E<=1'b1;
	end
	S_UT_WAIT: begin
			E<=1'b0;
	end
	S_XVP:begin
	data<=8'b11000000;
	RS<=1'b0;
	E<=1'b1;
	end
	S_XVP_WAIT: begin
			E<=1'b0;
	end
	S_XV1:begin
	data<={4'b0011, X1};
	RS<=1'b1;
	E<=1'b1;
	end
	S_XV1_WAIT: begin
			E<=1'b0;
	end
	S_XV2:begin
	data<={4'b0011, X2};
	RS<=1'b1;
	E<=1'b1;
	end
	S_XV2_WAIT: begin
			E<=1'b0;
	end
	S_XD:begin
	data<=8'b00101110;
	RS<=1'b1;
	E<=1'b1;
	end
	S_XD_WAIT: begin
			E<=1'b0;
	end
	S_XV3:begin
	data<={4'b0011, X3};
	RS<=1'b1;
	E<=1'b1;
	end
	S_XV3_WAIT: begin
			E<=1'b0;
	end
	endcase
	end
always@(posedge clk)
    begin: state_FFs
            current_state <= next_state;
    end  
	assign lcdcontrol[9:2]=data;
	assign lcdcontrol[1]=E;
	assign lcdcontrol[0]=RS;
endmodule
module ADXLTest(output [9:0]out, input CLK,input [8:0]in);
wire [3:0]X2,X3,X1, Y1=4'b0, Y2=4'b0, Y3=4'b0,Z1=4'b0, Z2=4'b0, Z3=4'b0;
		assign X2=in[3:0];
		assign X3=in[7:4];
		assign X1={3'b0,in[8]};
		LCDTest l0(CLK, X1,X2,X3,Y1,Y2,Y3,Z1,Z2,Z3,out[9:0]);
endmodule
==> impl_metrics.csv <==
group,metric,value,unit
final_timing,hold_viol_final,0,
setup_path,crit_chain,"nor4_1, nor2b_1, and3b_1, nor2_1",
final_timing,layout_min_cycle_time,1.69,ns
power_and_ir_drop,seq_power_share,43.4,%
route,antenna_left,0,
setup_path,startpoint,"l0.clkcnt[4]",
final_timing,fmaxAchievable,0.591,GHz
setup_path,path_class,"reg2reg",
yosys,synth_cell_types,57,
final_timing,worst_slack,0.807,ns
placement,buffer_ports.inserted,19,
status,status,"complete, no violations",
final_timing,rsz0062_at_grt,"false",
die,die_w,81.6,um
setup_path,cp_num_buf_inv,0,
yosys,ff_type,"dfxtp_1",
power_and_ir_drop,p_sw,49.7,uW
setup_path,crit_required,2.59,ns
placement,hpwl,2660,um
final_timing,relSlewSlack,42.5,%
final_layout,lay_top_cells,"24 x nand2_1, 23 x nor2_1, 19 x clkdlybuf4s50_1",
route,wl_per_cell,12.2,um
job,maxCapViolations,0,
die,die-area,0.00667,mm2
yosys,yosysChipArea,0.00190,mm2
yosys,synthCells,230,
clock_tree,cts_hold_buf,0,
setup_path,worst_setup_path_end_kind,"register",
clock_tree,clk_pin_slew_worst_paths,0.04,ns
global_route,grt_pass1_wl,6430,um
setup_path,cp_max_fo,20,
yosys,async_flop_share,0,%
final_timing,fin_tns_setup,0,ns
route,detail_route.vias_per_cell,5.10,
global_route,gr-total-overflow,0,
final_timing,worst_pin_slew,0.862,ns
global_route,grt_pass1_vias,1416,
final_layout,instances_no_fill,310,
final_layout,area_delta_synth_final,12.1,%
yosys,syn-mean-instance-area,8.27,um2
clock_tree,cts_root_buf,"clkbuf_8",
final_timing,period_used_share,67.7,%
final_layout,seqCellArea,661,um2
power_and_ir_drop,pwr-share-comb,5.4,%
die,num_rows,28,
route,drc,0,
setup_path,regToRegStartpoint,"l0.clkcnt[4]",
yosys,ys_cells,230,
power_and_ir_drop,ir_worst_vdd,290,uV
setup_path,arrival,1.78,ns
final_timing,unclocked_pins,24,
yosys,ys.flops,32,
die,core,0.00603,mm2
route,drt_iter0_markers,117,
final_timing,fin_skew,0.00491,ns
die,die_y,81.6,um
clock_tree,cts_resized,0,
job,warnings,28,
final_timing,drv_slew,0,
setup_path,cp_slowest_cell,"and3b_1",
setup_path,crit_family,"simple AND/OR/NAND/NOR gates",
placement,post-place-ws,0.826,ns
final_timing,setup_viol,0,
route,vias,1580,
clock_tree,cts_setup_buffers,0,
setup_path,crit_path_start_kind,"register",
route,antennaDiodeCount,0,
route,dr.pass1.iters,4,
power_and_ir_drop,p_per_area,138,mW/mm2
final_layout,nFillCells,632,
placement,dpl-instance-area,0.00209,mm2
clock_tree,cts_tree,"built",
global_route,antenna_found_initial,0,
yosys,edf_count,7,
power_and_ir_drop,switching_share,16.8,%
final_layout,final_layout_size_suffix_gt1_share,6.38,%
min_path,hold_path.startpoint,"l0.clkcnt[0]",
die,initial_core_util,31.6,%
power_and_ir_drop,p_int,246,uW
clock_tree,htreeDepth,1,
final_timing,unconstrained_endpoints,41,
power_and_ir_drop,leakagePower,0.761,nW
yosys,yosys_warnings,1,
die,pin_count,20,
global_route,grt_start_max_net_pins,31,
placement,dp_cells,307,
setup_path,cpPeakStageDelay,0.54,ns
power_and_ir_drop,power_frac_clock,51.2,%
clock_tree,cts-buffers-inserted,3,
min_path,hold_class,"reg2reg",
final_layout,lay_top_count,"nand2_1",
clock_tree,clkLatencyLatePin,0.23,ns
route,routed_wl,3770,um
yosys,syn_area,0.00190,mm2
placement,gp_congestion,0.863,
final_layout,combGateArea,0.00110,mm2
global_route,track_usage,12.2,%
final_layout,finalInstanceArea,0.00213,mm2
clock_tree,cts_buffer_depth,2,
-- stage by stage --
step	utilization (%)	power (mW)	hold WS, ns
global route	35.4	0.307	0.495
finish	35.4	0.295	0.454
global placement	34.7	0.146	0.436
floorplan	-	0.132	0.426
detailed placement	34.7	0.146	0.445
CTS	35.4	0.299	0.455
-- Yosys cell counts, drive strengths merged (6+ instances only) --
cell,instances,share of area (%)
xnor2,7,3.2
nand3,7,1.8
inv,9,1.8
edfxtp,7,11
nor2b,7,2.3
ha,6,3.9
o21ai,14,3.7
dlxtn,10,7.9
nor2,24,4.9
buf,17,5.4
dfxtp,15,16
a21oi,12,3.9
nand2,24,4.7
-- metal layers --
metal,part of all wire (%),vias up,global-route usage [%]
li1,-,818,-
met1,51,720,19.7
met2,44,40,18.1
met3,4.4,2,1.35
met4,0.82,0,1.75
met5,0,-,0
-- kinds of logic (layout without fill, tap and decap cells) --
| family | Yosys count | after routing | synth area share, % |
|---|---|---|---|
| AOI/OAI and AO/OA | 51 | 51 | 18.3 |
| xor gates and xnor gates | 12 | 12 | 5.52 |
| adders and majority gates | 6 | 6 | 3.94 |
| buffers and inverters | 28 | 33 | 7.56 |
| DFF | 22 | 22 | 26.8 |
| latches | 10 | 10 | 7.89 |
| muxes | 5 | 5 | 2.76 |
| and+or+nand+nor | 96 | 96 | 27.2 |
-- registers in the layout (all words and copies together), names as in the netlist --
register	cells
l0.clkcnt	8
l0.data	8
l0.counter	7
l0.current_state	7
l0.E	1
l0.RS	1
-- final timing paths --
path,endpoint,slack [ns],cells past startpoint
worst max-delay path,l0.clkcnt[5],0.81,4
worst min-delay path,l0.clkcnt[0],0.45,1
worst max register to register,l0.clkcnt[5],0.81,4
worst min register to register,l0.clkcnt[0],0.45,1
-- power by group through the flow --
| stage | clock network, mW | registers [mW] | logic, mW |
|---|---|---|---|
| CTS | 0.155 | 0.128 | 0.0162 |
| global route | 0.162 | 0.128 | 0.0168 |
| finish | 0.151 | 0.128 | 0.0160 |
-- worst reg2reg max path, delay by kind of cell (launching register included) --
kind             cells  cell delay, ns
DFF                  1            0.32
and+or+nand+nor      4            1.23
-- cell type report --
cell class	count	area share (%)
Inverter	9	1.58
Clock buffer	3	1.94
Sequential cell	32	31.0
Multi-Input combinational cell	170	51.5
Tap cell	75	4.40
Timing Repair Buffer	21	9.62
Power and IR drop assume default switching activity.
